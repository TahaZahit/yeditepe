<file path="/design/flow/config.mk">
export PLATFORM = sky130hd
export DESIGN_NAME = SimpleCPU
export DESIGN_NICKNAME = SimpleCPU
export VERILOG_FILES = /design/flow/design.v
export SDC_FILE = /design/flow/constraint.sdc
export NUM_CORES = 4
export LEC_CHECK = 1
export CORE_UTILIZATION = 40
</file>
<file path="/design/flow/constraint.sdc">
current_design SimpleCPU

set clk_period 14.8
set clk_io_pct 0.2

create_clock -name clk0 -period $clk_period [get_ports {clk}]

set non_clock_inputs [all_inputs -no_clocks]
set_input_delay [expr $clk_period * $clk_io_pct] -clock clk0 $non_clock_inputs
set_output_delay [expr $clk_period * $clk_io_pct] -clock clk0 [all_outputs]
</file>
<file path="/design/flow/design.v">
`timescale 1ns / 1ps
module SimpleCPU(clk, rst, data_fromRAM, wrEn, addr_toRAM, data_toRAM);
parameter SIZE = 10;
parameter ADD 	= 0;
parameter NAND	= 1;
parameter SRL 	= 2;
parameter LT 	= 3;
parameter CP 	= 4;
parameter CPI 	= 5;
parameter BZJ 	= 6;
parameter MUL 	= 7;
parameter FETCH			= 0;  
parameter DECODE 		= 1;  
parameter GET_DATA_1 	= 2;  
parameter GET_DATA_2 	= 3;  
parameter EXECUTE 		= 4;  
parameter WRITE 		= 5;  
input clk, rst;
input wire [31:0] data_fromRAM;
output reg wrEn;
output reg [SIZE-1:0] addr_toRAM;
output reg [31:0] data_toRAM;
reg [2:0] state, stateNext;
reg [SIZE-1:0] PC, PCNext;
reg [31:0] R1, R1Next;
reg [31:0] R2, R2Next;
reg [31:0] IW, IWNext;
reg CPIdata, CPIdataNext;
wire [2:0] opcode;
wire immediate;
wire [SIZE-1:0] addrA;
wire [SIZE-1:0] addrB;
assign opcode 		= IW[31:29];
assign immediate 	= IW[28];
assign addrA 		= IW[27:14];
assign addrB 		= IW[13:0];
always@(posedge clk) begin
	state 	<= #1 stateNext;
	PC 		<= #1 PCNext;
	R1 		<= #1 R1Next;
	R2 		<= #1 R2Next;
	IW 		<= #1 IWNext;
	CPIdata <= #1 CPIdataNext;
end
always@(*) begin
	stateNext	= state;
	PCNext 		= PC;
	R1Next 		= R1;
	R2Next 		= R2;
	IWNext 		= IW;
	wrEn 		= 0;
	addr_toRAM 	= 0;
	data_toRAM 	= 0;
	CPIdataNext = CPIdata;
	if(rst) begin
		wrEn 		= 0;
		PCNext 		= 0;
		R1Next 		= 0;
		R2Next 		= 0;
		IWNext 		= 0;
		stateNext 	= 0;
		addr_toRAM 	= 0;
		data_toRAM 	= 0;
		CPIdataNext = 0;
	end
	else begin
		case(state)
			FETCH : begin
				wrEn 		= 0;
				addr_toRAM	= PC;
				stateNext 	= DECODE;
			end
			DECODE : begin
				IWNext		= data_fromRAM;
				addr_toRAM 	= data_fromRAM[27:14];
				if(data_fromRAM[28]) R2Next = data_fromRAM[13:0];
				stateNext = GET_DATA_1;
				case(data_fromRAM[31:29])
					CP : begin
						if(data_fromRAM[28]) stateNext = EXECUTE;
						else begin
							addr_toRAM = data_fromRAM[13:0];
							stateNext 	= GET_DATA_2;
						end
					end
					CPI : begin
						if(!data_fromRAM[28]) begin
							addr_toRAM 	= data_fromRAM[13:0];
							stateNext 	= GET_DATA_2;
						end
					end
				endcase
			end
			GET_DATA_1 : begin
				R1Next = data_fromRAM;
				if(immediate && ~(opcode == CPI)) stateNext = EXECUTE;
				else begin
					addr_toRAM = addrB;
					stateNext  = GET_DATA_2;
				end
				case(opcode)
						CPI : IWNext = {IW[31:28], 4'b0000, data_fromRAM[SIZE-1:0], IW[13:0]};
						BZJ : if(data_fromRAM[28]) stateNext = EXECUTE;    
				endcase
			end
			GET_DATA_2 : begin
				R2Next 		= data_fromRAM;
				stateNext 	= EXECUTE;
				case(opcode)
					CPI : begin
						if(~immediate && ~CPIdata) begin
							 IWNext 			= {IW[31:14], 4'b0000, data_fromRAM[SIZE-1:0]};
							 addr_toRAM 	= data_fromRAM[SIZE-1:0];
							 stateNext 		= GET_DATA_2;
							 CPIdataNext 	= 1;
						end
					end
				endcase
			end
			EXECUTE : begin
				stateNext = WRITE;
				case(opcode)
					ADD 	: 	R1Next = R1 + R2;
					NAND 	: 	R1Next = ~(R1 & R2);
					SRL 	: 	R1Next = (R2<32)?(R1 >> R2):(R1 << (R2 - 32));   
					LT 		: 	R1Next = (R1 < R2)?1:0;  
					CP 		: 	R1Next = R2;
					CPI 	: 	begin
									CPIdataNext = 0;
									R1Next = R2;
								end
					BZJ 	: 	begin 
									PCNext = (immediate) ? (R1 + addrB) : (R2==0) ? R1 : (PC + 1);	
									stateNext = FETCH;
								end
					MUL 	: R1Next = R1 * R2;                    
				endcase
			end
			WRITE : begin
				PCNext 		= PC + 1;
				wrEn 		= 1;
				data_toRAM	= R1;
				addr_toRAM	= addrA;
				stateNext 	= FETCH;
			end
		endcase
	end
end
endmodule
module blram(clk, rst, i_we, i_addr, i_ram_data_in, o_ram_data_out);
parameter SIZE = 10, DECODEPTH = 1024;
input clk;
input rst;
input i_we;
input [SIZE-1:0] i_addr;
input [31:0] i_ram_data_in;
output reg [31:0] o_ram_data_out;
reg [31:0] memory[0:DECODEPTH-1];
always @(posedge clk) begin
	o_ram_data_out <= #1 memory[i_addr[SIZE-1:0]];
	if (i_we) memory[i_addr[SIZE-1:0]] <= #1 i_ram_data_in;
end 
initial begin
memory[0] = 32'h20114045;
memory[1] = 32'h10114001;
memory[2] = 32'hb0118064;
memory[3] = 32'h190045;
memory[4] = 32'h8011c064;
memory[5] = 32'h7011c001;
memory[6] = 32'h10118001;
memory[7] = 32'hc0120047;
memory[8] = 32'h118045;
memory[9] = 32'ha0128046;
memory[10] = 32'h8012c046;
memory[11] = 32'h12c045;
memory[12] = 32'ha013004b;
memory[13] = 32'he013004a;
memory[14] = 32'h8012804c;
memory[15] = 32'h8013404b;
memory[16] = 32'h701343e9;
memory[17] = 32'hc012404d;
memory[18] = 32'h8019404c;
memory[19] = 32'hd0050013;
memory[20] = 32'h0;
memory[69] = 32'h1;
memory[70] = 32'h3e8;
memory[72] = 32'h2;
memory[73] = 32'hb;
memory[100] = 32'h6;
memory[101] = 32'h0;
memory[999] = 32'h1;
end
endmodule
</file>
<file path="/design/flow/run.sh">
#!/bin/bash
# OpenROAD 26Q1-2900-gdf79404cd8, Yosys 0.63+post, stock flow scripts
make -C /OpenROAD-flow-scripts/flow DESIGN_CONFIG=/design/flow/config.mk WORK_HOME=/design/flow/orfs finish
</file>
==> deck_impl_summary.md <==
Key Metrics from the Run

Place
  – Dpl hpwl: 81300 um
  – Setup WS pre-CTS: 6640 ps
  – RePlAce Congestion: 1.05
  – DP Area: 29600 um2
  – I/O Buffers: 76

Final timing
  – Setup-failing EPs final: 0
  – Hold_ws: 457 ps
  – F_max: 122 MHz
  – Slew HR: 28.5%
  – Worst-Margin Slew: 1070 ps
  – Layout Skew: 12.3 ps
  – Final worst setup slack: 6620 ps
  – Fin crit period: 8180 ps
  – Final Hold Violation Tally: 0
  – Fin crit share: 55.3%
  – Final Slew Violations: 0
  – RSZ-0062 raised after global routing: false
  – Setup TNS: 0 ps

Power and ir drop
  – Static Leak: 13.1 nW
  – Power Density: 36.2 nW/um2
  – Combinational share of power: 43.7%
  – Sw frac: 45.8%
  – Net Switching: 0.000497 W
  – Seq pwr share: 29.9%
  – Worst ir drop on vdd: 0.0000510 V
  – Clk pwr share: 26.4%
  – P_int: 0.000588 W

Yosys
  – Unique cell types: 81
  – Ys cells: 3426
  – Post-synth EDFFs: 0
  – Synth warn: 1
  – Chip Area, Yosys: 27900 um2
  – Synth Seq Share: 7.53%
  – Synth Register Bits: 105
  – Commonest cells in the netlist: 444 x inv_1, 410 x fa_1, 408 x nand2_1
  – Top-area cell share: 29.4%
  – Yosys top cell by instances: inv_1
  – Post-Syn Area per Cell: 8.15 um2
  – Share of flip-flops with an asynchronous set or reset: 0%
  – Syn Inst Count: 3426
  – Cell area leaders: fa_1 29%, ha_1 8.9%, dfxtp_1 7.5%
  – Mapped cell area: 27900 um2
  – Ys flop type: dfxtp_1
  – Synth area leader: fa_1

Route
  – Final wirelength: 109000 um
  – Starting DRT DRC Count: 2131
  – Vias per std cell: 5.80
  – TritonRoute pass-1 iters: 8
  – Routed Antenna Nets: 0
  – Detailed-route via count: 24900
  – DR WL/cell: 25.4 um
  – DR DRC count: 0

Layout
  – Share of cells above drive strength 1: 6.18%
  – Area Growth Syn to Fin: 7.26%
  – Register area: 2120 um2
  – Fillcell total: 6893
  – Gate Area: 23100 um2
  – Post-route cell area: 29900 um2

CTS
  – Post-CTS Setup Bufs: 0
  – H-tree depth: 3
  – Clk ins delay skew pair: 390 ps
  – Clock Pin Slew Worst Setup and Hold Paths: 90 ps
  – CTS tree: built
  – Num CTS Buffers: 9
  – Root Buffer: clkbuf_16
  – Longest Clk Path Bufs: 2
  – Clock sink count: 105
  – CTS resizes: 0
  – # hold bufs at CTS: 0

Floorplan
  – Die Wd: 266 um
  – Die height: 266 um
  – DIE AREA: 70800 um2
  – IO Pins: 77
  – Fp util: 40.6%
  – Row Count: 96
  – Core area: 68800 um2

Setup path
  – CP max FO: 16
  – Critical path class: flip-flop to flip-flop
  – Critical Path AT: 8480 ps
  – Crit end category: flip-flop
  – Required @ worst endpoint: 15100 ps
  – CP Launch Type: flip-flop

GRT
  – GRT Total Usage: 33.2%
  – Largest net degree at the start of global routing: 63
  – Total grt overflow: 0
  – First-pass GRT wire length: 166000 um
  – Number of global-route vias before repair: 25600
  – Initial antenna violation count: 1

Outcome
  – Outcome: finished clean

Job
  – Max-cap violations: 0
  – OpenROAD warning count: 57

Hold path
  – Worst hold-check path type: flip-flop to flip-flop
==> per-layer routing <==
layer  up-vias  GRT usage [%]  routed length [um]
met5         -          0.139                  13
met4         2           11.2                4950
met3       233           14.1               14100
met2      1372           47.5               46900
met1     12200           46.6               43100
li1      11100              -                   -
==> power groups by stage <==
stage     Combinational (W)  Sequential [W]  Clock, W
4_1_cts            0.000460        0.000323  0.000288
5_1_grt            0.000505        0.000326  0.000295
6_report           0.000474        0.000324  0.000286
==> sequential cells by signal, indices dropped and copies added, names as in the netlist <==
name and flops:
R1 32, state 6, PC 10, CPIdata 1, R2 32, IW 24
==> worst paths after layout <==
kind                      startpoint                   to  slack (ps)  depth (start not counted)
setup / recovery  R2[9]$_SDFFE_PP0P_  R1[31]$_SDFFE_PP0P_        6620                         24
hold / removal    R2[6]$_SDFFE_PP0P_   R2[6]$_SDFFE_PP0P_         460                          2
setup reg to reg  R2[9]$_SDFFE_PP0P_  R1[31]$_SDFFE_PP0P_        6620                         24
hold reg to reg   R2[6]$_SDFFE_PP0P_   R2[6]$_SDFFE_PP0P_         460                          2
==> final cells by class <==
type                    count  share of cell area [%]
multi-input cells        2619                    77.3
flip-flops and latches    105                    7.08
inverters                 447                    5.60
repair buffers            176                    5.04
well taps                 931                    3.89
clock buffers               9                   0.752
clock inverters             7                   0.359
diodes                      1                 0.00836
==> layout by cell type (no fill, tap or decap), types with 22 or more instances in the layout <==
cell             synthesis  final
a22oi_1                 33     33
a211oi_1                35     35
xor2_1                  35     35
mux4_2                  40     40
mux2i_1                 86     86
inv_1                  444    444
o221ai_1                23     23
dfxtp_1                105     94
a21o_1                  22     22
ha_1                   198    198
a21oi_1                178    178
and2_1                 291    291
clkdlybuf4s50_1          0     75
a31oi_1                 30     30
nor3_1                  42     41
nand2b_1                27     27
nand3_1                 37     37
nand2_1                408    408
fa_1                   410    410
o21ai_0                109    109
buf_4                    0    101
nor2_1                 238    237
xnor2_1                 87     87
o22ai_1                 27     27
a221oi_1                30     30
==> kinds of logic (layout without fill, tap and decap cells) <==
group	Yosys count	in the layout	synth area share, %
xor+xnor	122	122	3.83
fa+ha+maj	608	608	38.3
compound gates	624	624	14.6
buf+inv	702	639	9.63
mux	133	133	6.59
other cells	0	1	0
flops	105	105	7.53
simple gates	1132	1132	19.5
==> worst max-delay path: stages, from the launching register on <==
cell and delay [ps]:
dfxtp_1 960, buf_4 430, nand2_1 130, fa_1 410, inv_1 70, fa_1 430, fa_1 520, inv_1 50
fa_1 470, inv_1 50, fa_1 480, fa_1 570, fa_1 430, fa_1 450, ha_1 380, a21oi_1 180
nor2_1 50, a211oi_1 270, or4b_2 610, a31o_2 300, nand4_1 150, a31oi_1 130, o21ai_0 190, nand3b_1 110
a221oi_1 260
==> per-stage QoR <==
| stage | power [W] | cells | utilization [%] |
|---|---|---|---|
| floorplan | 0.000602 | 3426 | - |
| global placement | 0.000790 | 4278 | 43.0 |
| detailed placement | 0.000787 | 4278 | 43.0 |
| CTS | 0.00107 | 4294 | 43.5 |
| global route | 0.00113 | 4294 | 43.5 |
| finish | 0.00108 | 4295 | 43.5 |
Power is estimated from default activity; no workload was simulated.
